$ cat ./design.v
module bin2bcd(bin,bcd);
    input [7:0] bin;
    output reg [11:0] bcd; 
    reg [3:0] i;   
     always @(bin)
        begin
            bcd = 0;  
            for (i = 0; i < 8; i = i+1)  
            begin
                bcd = {bcd[10:0],bin[7-i]};  
                if(i < 7 && bcd[3:0] > 4) 
                    bcd[3:0] = bcd[3:0] + 3;
                if(i < 7 && bcd[7:4] > 4)
                    bcd[7:4] = bcd[7:4] + 3;
                if(i < 7 && bcd[11:8] > 4)
                    bcd[11:8] = bcd[11:8] + 3;  
            end
        end     
endmodule
$ cat ./run.sh
#!/bin/bash
# OpenROAD 26Q1-2900-gdf79404cd8, Yosys 0.63+post, stock flow scripts
make -C /OpenROAD-flow-scripts/flow DESIGN_CONFIG=/design/flow/config.mk WORK_HOME=/design/flow/orfs finish
$ cat ./config.mk
export PLATFORM = sky130hd
export DESIGN_NAME = bin2bcd
export DESIGN_NICKNAME = bin2bcd
export VERILOG_FILES = /design/flow/design.v
export SDC_FILE = /design/flow/constraint.sdc
export NUM_CORES = 4
export LEC_CHECK = 1
export CORE_AREA = 10 10 70 70
export DIE_AREA = 0 0 80 80
$ cat ./constraint.sdc
current_design bin2bcd

set clk_period 9.3
set clk_io_pct 0.2

create_clock -name clk0 -period $clk_period

set non_clock_inputs [all_inputs -no_clocks]
set_input_delay [expr $clk_period * $clk_io_pct] -clock clk0 $non_clock_inputs
set_output_delay [expr $clk_period * $clk_io_pct] -clock clk0 [all_outputs]
==> summary.txt <==
Figures from the flow reports.

Status:
- The run finished with clean final reports.

Layout:
- The run puts the number of standard cells in the final layout excluding fillers at 203.
- The run puts the footprint of the flip-flops and latches at 0 um^2.
- Per the final layout report, the fraction of cells sized above drive strength 1 comes to 9.55%.
- The run puts the sequential cell count at 0.
- The run puts the filler cell count at between 300 and 400.
- The run gives the final core utilization as 35.4%.
- With fillers left out, the area of the finished cells amounts to around 1200 um^2.
- Per the run report, area growth between synthesis and finish was 13.2%.
- The run gives the number of clock buffers in the layout as 0.

Place:
- The run gives the pre-CTS worst setup slack as 0.839 ns.
- The run gives the instance area at placement as between 1000 and 1500 um^2.
- The run puts the tally of buffers added on design ports at 16.
- The run gives the global placement routability congestion as 0.900.
- Detailed placement ended at an HPWL of ~2 mm.
- The run puts the count of placed standard cells including taps at just over 200.

Die:
- For reference, the placement row count at floorplan is 21.
- The run puts the number of ports placed on the die boundary at 20.
- The run puts the floorplan die area at 6400 um^2.
- The run puts the floorplan die height at roughly 80 um.
- The run gives the die outline width as 80 um.
- The region available for standard cell placement spans 3420 um^2.
- The run puts the initial standard-cell utilization of the core at 31.3%.

STA:
- Checking max transition, the worst relative margin is 60.4%.
- The run puts the final count of negative-setup-slack endpoints at 0.
- In the final report, the number of hold violations comes to 0.
- For the final routed database, the setup TNS stands at 0 ns.
- The run puts the highest clock frequency the design can meet at 118 MHz.
- The run puts the post-route worst setup slack at 0.826 ns.
- The run puts the number of slew-limit violations in the final report at 0.
- The run puts the portion of the clock cycle consumed by the worst path in the final layout at a little over 90%.
- Setup repair after global routing left no endpoint under its margin.
- The worst path in the final design needs a cycle of 8.47 ns, including I/O delays and setup.
- The run gives the slew at the pin with the worst max-slew slack as between 0.5 and 0.6 ns.
- The run puts the minimum hold slack at 3.72 ns.

Logic synthesis:
- Per the synthesis report, the number of distinct cell types is between 50 and 60.
- The synthesized netlist handed to floorplanning was reported with a cell count of approximately 150.
- The run gives the proportion of synthesized chip area in sequential cells as 0%.
- The run puts the chip area line of the yosys report at 1070 um^2.
- The run gives the share of the synthesized area in the top cell type as 11.7%.
- The run puts the post-synthesis cell area at roughly 1100 um^2.
- Summed over all instances, the cell type with the most area after synthesis is sky130_fd_sc_hd__ha_1.
- The run gives the average footprint of a synthesized cell as 6.98 um^2.
- By area the synthesized netlist is led by sky130_fd_sc_hd__ha_1 12%, sky130_fd_sc_hd__a21oi_1 5.6%, sky130_fd_sc_hd__o21ai_0 5.2%.
- For this design, Yosys synthesis ends with a cell count of 153.
- The run gives the tally of yosys warning messages as 1.

Critical path:
- The run puts the largest fanout on the critical path at 16.
- The run gives the startpoint of the most critical setup path as bin[5].
- The critical path is of the in -> out type.
- For the worst setup path, the data required time is 7.44 ns.
- The run gives the kind of launch point of the worst setup path as an input port.
- STA classifies the critical path endpoint as an output pin.
- The run gives the arrival time of the worst setup path as 6.61 ns.

Route:
- The run puts the total via count after detailed routing at 1,098.
- For this run, the script counts the antenna cells in the layout as 0.
- The run gives the met2 wire length as 1.17 mm.
- The run puts the routed wire length at 2.56 mm.
- The run puts the total DRC errors in the routed layout at 0.
- Signal nets in the final route climb as high as met3.
- In the routed layout, each cell is associated on average with a via count of 5.41.
- The run puts the length of routed met3 wiring at 138 um.
- The run gives the met1 routed wirelength after detailed routing as 1.25 mm.
- The run gives the tally of nets with antenna violations remaining after routing as 0.
- The run puts the detailed-route wire length per cell at approximately 13 um.
- The run gives the first-iteration detailed-routing DRC count as 54.
- The run gives the number of search-and-repair iterations in the first detailed-routing pass as 4.

CTS:
- The run gives the number of hold buffers added after CTS as 0.
- The run puts the number of instances resized during post-cts repair at 0.
- Post-CTS timing repair inserted 0 buffers for setup.

Global routing:
- The run gives the maximum number of pins on one net before global-route repair as 18.
- The run gives the total overflow reported by the global router as 0.
- The global routing report lists combined usage of all routing layers as 7.60%.
- The first global-routing pass estimated 4.29 mm of wire.
- The run puts the initial antenna violation count at 0.
- The number of global-route vias before repair came to 957.

Power and ir drop:
- The run puts the maximum ir drop on the vdd rail at 0.0000267 V.
- The run puts the power consumption at 0.105 mW.
- The power report puts the leakage power at 0.467 nW.
- The run gives the power per cell area as 87.1 nW/um^2.

Job:
- The run gives the number of warnings in the stage logs as 38.
- The run gives the number of maximum-capacitance constraint violations as 0.

Hold path:
- The worst hold path belongs to the class in -> out.
- Looking at hold timing, the worst path starts from bin[0].
[synth_stat cells, types with 2 or more instances]
cell type                  number
sky130_fd_sc_hd__o22ai_1        2
sky130_fd_sc_hd__buf_6          2
sky130_fd_sc_hd__inv_1         13
sky130_fd_sc_hd__nand2b_1       2
sky130_fd_sc_hd__buf_4          3
sky130_fd_sc_hd__o21ai_0       11
sky130_fd_sc_hd__buf_2          4
sky130_fd_sc_hd__a311oi_1       2
sky130_fd_sc_hd__a211o_1        2
sky130_fd_sc_hd__nor4_1         2
sky130_fd_sc_hd__mux2i_1        4
sky130_fd_sc_hd__ha_1          10
sky130_fd_sc_hd__xnor2_1        4
sky130_fd_sc_hd__xor2_1         3
sky130_fd_sc_hd__clkbuf_1       4
sky130_fd_sc_hd__nand3_1        6
sky130_fd_sc_hd__nor2_1         7
sky130_fd_sc_hd__nand2_1        9
sky130_fd_sc_hd__and3_1         2
sky130_fd_sc_hd__o221ai_1       2
sky130_fd_sc_hd__a21oi_1       12
sky130_fd_sc_hd__a211oi_1       3
sky130_fd_sc_hd__o21bai_1       2
sky130_fd_sc_hd__nor3_1         5
sky130_fd_sc_hd__a31oi_1        3
[layout by cell type (no fill, tap or decap), types with 2 or more instances in the layout]
master / count
sky130_fd_sc_hd__clkdlybuf4s50_1: 16
sky130_fd_sc_hd__inv_1: 13
sky130_fd_sc_hd__a21oi_1: 12
sky130_fd_sc_hd__o21ai_0: 11
sky130_fd_sc_hd__ha_1: 10
sky130_fd_sc_hd__nand2_1: 9
sky130_fd_sc_hd__nor2_1: 7
sky130_fd_sc_hd__nand3_1: 6
sky130_fd_sc_hd__nor3_1: 5
sky130_fd_sc_hd__xnor2_1: 4
sky130_fd_sc_hd__mux2i_1: 4
sky130_fd_sc_hd__a211oi_1: 3
sky130_fd_sc_hd__xor2_1: 3
sky130_fd_sc_hd__a31oi_1: 3
sky130_fd_sc_hd__nand2b_1: 2
sky130_fd_sc_hd__o22ai_1: 2
sky130_fd_sc_hd__o221ai_1: 2
sky130_fd_sc_hd__a211o_1: 2
sky130_fd_sc_hd__a311oi_1: 2
sky130_fd_sc_hd__nor4_1: 2
sky130_fd_sc_hd__o21bai_1: 2
sky130_fd_sc_hd__and3_1: 2
sky130_fd_sc_hd__conb_1: 2
[where the power goes]
group          switching, mW  internal [mW]
Clock                      0              0
Combinational         0.0501         0.0553
Sequential                 0              0
[worst max-delay path, cell delays in order]
cell,delay [ns]
sky130_fd_sc_hd__clkdlybuf4s50_1,0.57
sky130_fd_sc_hd__inv_1,0.14
sky130_fd_sc_hd__ha_1,0.20
sky130_fd_sc_hd__ha_1,0.50
sky130_fd_sc_hd__inv_1,0.24
sky130_fd_sc_hd__nor4_1,0.42
sky130_fd_sc_hd__a211oi_1,0.09
sky130_fd_sc_hd__a31o_2,0.31
sky130_fd_sc_hd__ha_1,0.31
sky130_fd_sc_hd__o21bai_1,0.30
sky130_fd_sc_hd__xnor2_1,0.18
sky130_fd_sc_hd__ha_1,0.29
sky130_fd_sc_hd__inv_1,0.09
sky130_fd_sc_hd__or3_1,0.37
sky130_fd_sc_hd__o311a_1,0.13
sky130_fd_sc_hd__o21ai_1,0.13
sky130_fd_sc_hd__clkdlybuf4s50_1,0.47
[cells by family after synthesis]
kind of cell | count (synthesis) | share of synthesized area (%)
AND/OR/NAND/NOR | 47 | 25.2
adder cells (fa/ha/maj) | 10 | 11.7
multiplexers | 6 | 6.44
AND-OR/OR-AND | 54 | 35.5
other | 1 | 0.351
XOR/XNOR | 9 | 8.78
buffers and inverters | 26 | 12.1
[layout make-up]
| cell class | count | area [um^2] | share of cell area, % |
|---|---|---|---|
| inverters | 13 | 48.8 | 4.03 |
| multi-input cells | 128 | 943 | 78.0 |
| well taps | 46 | 57.6 | 4.76 |
| repair buffers | 16 | 160 | 13.2 |
[metal layers]
metal / global-route usage [%] / vias up
li1: - / 575
met1: 10.8 / 493
met2: 12.8 / 30
met3: 0.682 / 0
met4: 0 / 0
met5: 0 / -
[final timing paths]
| path | endpoint | slack, ns | cells past startpoint |
|---|---|---|---|
| max | bcd[3] | 0.83 | 17 |
| min | bcd[0] | 3.72 | 0 |
Power and IR drop assume default switching activity.
